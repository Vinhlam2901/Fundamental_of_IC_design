<file path="design/flow/config.mk">
export PLATFORM = sky130hd
export DESIGN_NAME = accumulator_8bit
export DESIGN_NICKNAME = accumulator_8bit
export VERILOG_FILES = /design/flow/design.v
export SDC_FILE = /design/flow/constraint.sdc
export NUM_CORES = 4
export LEC_CHECK = 1
export CORE_AREA = 10 10 74 74
export DIE_AREA = 0 0 84 84
</file>
<file path="design/flow/constraint.sdc">
current_design accumulator_8bit

set clk_period 6.2
set clk_io_pct 0.2

create_clock -name clk0 -period $clk_period [get_ports {i_clk}]

set non_clock_inputs [all_inputs -no_clocks]
set_input_delay [expr $clk_period * $clk_io_pct] -clock clk0 $non_clock_inputs
set_output_delay [expr $clk_period * $clk_io_pct] -clock clk0 [all_outputs]
</file>
<file path="design/flow/design.v">
module accumulator_8bit (
  input logic       i_clk,
  input logic       ni_rst,
  input logic [7:0] i_a,
  output logic [7:0] o_s,
  output logic      o_carry,
  output logic      o_ovf
);
  logic       ovf, carry;
  logic signed  [7:0] o_a;
  logic signed  [7:0] i_s;
  adder_8bit adder_8bit (
                          .i_a(o_a),
                          .i_b(o_s),
                          .i_cin(1'b0),
                          .o_sum(i_s),
                          .o_ovf(ovf),
                          .o_carry(carry)
                        );
  always_ff @( posedge i_clk or negedge ni_rst ) begin : a_register
    if( ~ni_rst) begin
        o_a <= 8'd0;
    end else begin
        o_a <= i_a;
    end 
  end
  always_ff @( posedge i_clk or negedge ni_rst ) begin : s_register
    if( ~ni_rst) begin
        o_s <= 8'd0;
    end else begin
        o_s <= i_s;
    end 
  end
  always_ff @( posedge i_clk or negedge ni_rst ) begin : carry_ff
    if( ~ni_rst) begin
        o_carry <= 1'b0;
    end else begin
        o_carry <= carry;
    end 
  end
  always_ff @( posedge i_clk or negedge ni_rst ) begin : ovf_ff
    if( ~ni_rst) begin
        o_ovf <= 1'b0;
    end else begin
        o_ovf <= ovf;
    end 
  end
endmodule
module adder_8bit (
    input  wire [7:0] i_a,
    input  wire [7:0] i_b,
    input  wire       i_cin,
    output wire [7:0] o_sum,
    output wire       o_ovf,
    output wire       o_carry
);
  wire [6:0] c;
  full_adder f0 (
    .X_i(i_a[0]),
    .B_i(i_b[0]),
    .C_i(i_cin),
    .S_o(o_sum[0]),
    .C_o(c[0])
);
  full_adder f1 (
    .X_i(i_a[1]),
    .B_i(i_b[1]),
    .C_i(c[0]),
    .S_o(o_sum[1]),
    .C_o(c[1])
);
  full_adder f2 (
    .X_i(i_a[2]),
    .B_i(i_b[2]),
    .C_i(c[1]),
    .S_o(o_sum[2]),
    .C_o(c[2])
);
  full_adder f3 (
    .X_i(i_a[3]),
    .B_i(i_b[3]),
    .C_i(c[2]),
    .S_o(o_sum[3]),
    .C_o(c[3])
);
  full_adder f4 (
    .X_i(i_a[4]),
    .B_i(i_b[4]),
    .C_i(c[3]),
    .S_o(o_sum[4]),
    .C_o(c[4])
);
  full_adder f5 (
    .X_i(i_a[5]),
    .B_i(i_b[5]),
    .C_i(c[4]),
    .S_o(o_sum[5]),
    .C_o(c[5])
);
  full_adder f6 (
    .X_i(i_a[6]),
    .B_i(i_b[6]),
    .C_i(c[5]),
    .S_o(o_sum[6]),
    .C_o(c[6])
);
  full_adder f7 (
    .X_i(i_a[7]),
    .B_i(i_b[7]),
    .C_i(c[6]),
    .S_o(o_sum[7]),
    .C_o(o_carry)
);
  assign o_ovf = o_carry ^ c[6];
endmodule
module full_adder (
  input logic X_i, B_i, C_i,
  output logic S_o, C_o
);
  assign S_o = X_i ^ B_i ^ C_i;
  assign C_o = ( X_i & B_i ) | ( ( X_i ^ B_i ) & C_i );
endmodule 
</file>
<file path="design/flow/run.sh">
#!/bin/bash
# OpenROAD 26Q1-2900-gdf79404cd8, Yosys 0.63+post, stock flow scripts
make -C /OpenROAD-flow-scripts/flow DESIGN_CONFIG=/design/flow/config.mk WORK_HOME=/design/flow/orfs finish
</file>
==> flow_summary_export.csv <==
group,metric,value,unit
yosys,ys.flops,18,
power_and_ir_drop,swShare,24.8,%
cells_and_area,n_fill_cell,423,
job,openroad.warnings,25,
global_routing,busiest_layer,"met2",
power_and_ir_drop,combPwrFrac,33.2,%
worst_setup_path,required,6.39,ns
power_and_ir_drop,p_leak,0.000402,uW
clock_network,clk_latency,0.25,ns
cells_and_area,utilization,23.6,%
global_routing,met1_usage,3.57,%
yosys,yosys.cell_types.count,6,
worst_setup_path,critPathBufInv,2,
global_routing,grt_util_all_layers,3.33,%
sta,finClkSkew,0.00199,ns
worst_setup_path,crit_type,"register to register",
sta,period_needed,3.58,ns
power_and_ir_drop,pwr-share-clk,22.7,%
clock_network,path_clk_slew,0.07,ns
route,vias,302,
die,core,3970,um^2
clock_network,numCtsBuffers,3,
place,gp_congestion,0.650,
global_routing,grt_overflow_total,0,
worst_setup_path,worst_path_max_delay_cell,"fa_1",
power_and_ir_drop,p_seq_share,44.1,%
worst_setup_path,path_common_cell,"fa_1",
worst_setup_path,critPathLaunchType,"register",
route,num_antenna_cells,0,
die,fp.dieW,84,um
yosys,ys_warn_count,1,
clock_network,root_buffer,"clkbuf_8",
clock_network,cts_setup_buffers,0,
sta,rsz0062_at_grt,"false",
route,drt_iter0_markers,10,
place,place_ws,2.58,ns
clock_network,cts.repair.resized,0,
route,first_pass_iters,2,
yosys,syn_avg_cell_area,17.3,um^2
die,fp-row-count,23,
die,chipArea,7060,um^2
yosys,top_cell_area_share,65.2,%
worst_setup_path,slowest_delay,0.42,ns
route,routed_via_density,2.88,
sta,worst_pin_slew,0.777,ns
yosys,syn-cell-area,691,um^2
route,drc_errors,0,
clock_network,cts-htree-levels,1,
worst_setup_path,endpoint_kind,"register",
sta,setup_viol,0,
global_routing,grt_max_degree,19,
power_and_ir_drop,p_switching,101,uW
sta,final_max_slew_viol_count,0,
yosys,syn_inst,40,
worst_setup_path,critPathArrivalTime,3.77,ns
job,drv_cap,0,
cells_and_area,area_growth,35.9,%
die,io_pins,20,
status,status,"completed",
power_and_ir_drop,p_int,306,uW
clock_network,ctsHoldBuffers,0,
power_and_ir_drop,power_density,434,nW/um^2
sta,fin_ws,2.62,ns
global_routing,grt_use_met2,5.57,%
global_routing,grt_first_pass_wirelength,1.85,mm
worst_setup_path,crit_chain,"ha_1 -> fa_1 -> fa_1 -> fa_1 -> fa_1 -> fa_1 -> fa_1 -> inv_1 -> fa_1 -> inv_1",
clock_network,clock_tree.buffer_depth,2,
worst_setup_path,cp_max_fo,2,
power_and_ir_drop,ir_drop,0.0957,mV
global_routing,met3_usage,2.26,%
place,io_buffers,19,
die,die-height,84,um
route,wl_per_cell,10.9,um
yosys,yosys.area.top_type,"dfrtp_1",
sta,holdWs,0.487,ns
global_routing,grt_antenna_before_repair,0,
yosys,yosys.stat.seqShare,65.2,%
sta,hold_violations,0,
worst_setup_path,crit_family,"adder cells",
global_routing,first_global_vias,373,
route,routed_wl,1.14,mm
yosys,area_leaders,"dfrtp_1 (65%), fa_1 (20%), buf_4 (8.7%)",
clock_network,cts_tree,"done",
place,post-dp-hpwl,992,um
die,initial_core_util,17.4,%
clock_network,clock-sinks,18,
cells_and_area,layout-drive-gt1-share,7.27,%
hold_path,hold_class,"register to register",
route,ant_nets,0,
sta,finalSetupTns,0,ns
yosys,ys_cells,40,
sta,fmax,279,MHz
sta,slew_headroom,48.1,%
sta,finalClockPeriodUsage,57.7,%
yosys,yosysChipArea,691,um^2
-- stage by stage --
step	total power [uW]	instances	area (um^2)
floorplan	260	40	691
global placement	316	101	883
detailed placement	327	101	883
CTS	421	105	938
global route	442	105	938
finish	407	105	938
-- cell usage in the layout (no fill, tap or decap) --
cell / synthesis / final
clkbuf_8: 0 / 4
inv_1: 5 / 5
xnor2_1: 1 / 1
dfrtp_1: 18 / 18
fa_1: 7 / 7
ha_1: 1 / 1
clkdlybuf4s50_1: 0 / 19
-- Yosys cell counts --
cell and count:
buf_4 8, dfrtp_1 18, fa_1 7, ha_1 1, inv_1 5, xnor2_1 1
-- path summary, 6_finish.rpt --
kind                         from  endpoint  slack (ns)  cells past startpoint
max                        o_s[0]    o_s[7]        2.62                     10
min                        o_a[0]    o_s[0]        0.49                      1
max reg2reg                o_s[0]    o_s[7]        2.62                     10
min reg2reg                o_a[0]    o_s[0]        0.49                      1
max in group asynchronous  ni_rst   o_carry        4.27                      1
min in group asynchronous  ni_rst    o_s[4]        1.45                      1
-- cell type report --
class	instances	area, um^2	area share, %
flip-flops and latches	18	450	48.0
clock buffers	4	55.1	5.87
inverters	5	18.8	2.00
well taps	50	62.6	6.67
multi-input cells	9	161	17.2
repair buffers	19	190	20.3
-- sequential cells by signal, indices dropped and copies added, names as in the netlist --
register,cells
o_a,8
o_ovf,1
o_s,8
o_carry,1
-- layer usage --
metal  up-vias  wire, um
met5         -         0
met4         0         4
met3         2       110
met2        12       599
met1       150       426
li1        138         -
-- power by group through the flow --
stage / registers (uW) / logic [uW] / clock network [uW]
finish: 179 / 135 / 92.4
CTS: 181 / 144 / 95.2
global route: 186 / 155 / 102
-- cell families after synthesis --
family	synth area share (%)
DFF	65.2
adders and majority gates	22.1
xor gates and xnor gates	1.27
buffers and inverters	11.4
Power is estimated from default activity; no workload was simulated.
